==> ./design.v <==
module excess3(a,b,c,d,e,f,g,w,x,y,z);
output a,b,c,d,e,f,g;
input w,x,y,z;
wire A,B,C,D;
wire [3:0] pin;
function automatic [6:0] out;
input [3:0]inp;
begin
case(inp)
	0 :  out = 7'b0000001;
	1 :  out = 7'b1001111;
	2 :  out = 7'b0010010;
	3 :  out = 7'b0000110;
	4 :  out = 7'b1001100;
	5 :  out = 7'b0100100;
	6 :  out = 7'b1100000;
	7 :  out = 7'b0001111;
	8 :  out = 7'b0000000;
	9 :  out = 7'b0001100;
	default:  out = 7'b1111111;
	endcase
end
endfunction
assign  A = w||(x&&y)||(x&&z);
assign  B = (!x&&y)||(!x&&z)||(x&& !y && !z);
assign  C=(y&&z)||(!y && !z);
assign D=(!z);
 assign pin = (D+2*C+4*B+8*A);
 assign {a,b,c,d,e,f,g}=out(pin);
  endmodule
==> ./run.sh <==
#!/bin/bash
# OpenROAD 26Q1-2900-gdf79404cd8, Yosys 0.63+post, stock flow scripts
make -C /OpenROAD-flow-scripts/flow DESIGN_CONFIG=/design/flow/config.mk WORK_HOME=/design/flow/orfs finish
==> ./config.mk <==
export PLATFORM = sky130hd
export DESIGN_NAME = excess3
export DESIGN_NICKNAME = excess3
export VERILOG_FILES = /design/flow/design.v
export SDC_FILE = /design/flow/constraint.sdc
export NUM_CORES = 4
export LEC_CHECK = 1
export CORE_AREA = 10 10 70 70
export DIE_AREA = 0 0 80 80
==> ./constraint.sdc <==
current_design excess3

set clk_period 1.7
set clk_io_pct 0.2

create_clock -name clk0 -period $clk_period

set non_clock_inputs [all_inputs -no_clocks]
set_input_delay [expr $clk_period * $clk_io_pct] -clock clk0 $non_clock_inputs
set_output_delay [expr $clk_period * $clk_io_pct] -clock clk0 [all_outputs]
==> results.txt <==
Figures from the flow reports.

Global routing:
- The number of global-route vias before repair came to 538.
- For this run, the total global-route usage over all layers was measured as 0.04595.
- The run puts the number of antenna violations at the first check in global routing at 0.
- Entering global routing, the biggest net connects 12 pins.
- The run puts the global route total overflow at 0.
- The first global-routing pass estimated 2.504 mm of wire.

Min path:
- The worst hold path terminates at a.
- STA reports the tightest min-delay check as being of type in2out.
- Counting instances, the worst hold path has a depth of 5.
- In this run the most critical hold path is launched from y.

Power and ir drop:
- The run gives the leakage power summed over all cells as 0.3312 nW.
- VDD sags by at most 96.52 uV.
- The run puts the post-layout total power at 0.2300 mW.
- The run gives the power density over cell area as 273.2 mW/mm^2.

Synthesis:
- Of the synthesized area, sequential elements account for 0.
- The run gives the combined area of all synthesized cells as 400.4 sq um.
- The run gives the adder-cell share of the synthesized area as 0.1844.
- The cell-mix breakdown from Yosys lists the compound-gate area share as 0.3719.
- The run gives the per-instance average area after synthesis as 7.024 sq um.
- The run puts the proportion of netlist area held by the largest area contributor at 0.1563.
- After synthesis, the cell types taking the most area are sky130_fd_sc_hd__ha_1, sky130_fd_sc_hd__buf_2, sky130_fd_sc_hd__o21ai_0, sky130_fd_sc_hd__nor2_1, sky130_fd_sc_hd__xnor2_1.
- Per the post-synthesis report, the number of cells in the design is 57.
- The run puts the cell total in the yosys stat output at 57.
- The run gives the Yosys warning count as 1.
- The run puts the multiplexer fraction of the synthesized cell area at 0.
- Of all cell types, the one taking the most synthesized area is sky130_fd_sc_hd__ha_1.
- The run puts the area figure in the yosys stat output at 400.4 sq um.
- The run gives the unique cell type count in the Yosys netlist as 32.
- Among the non-sequential cells, AND-OR/OR-AND gates take the most area.
- The run puts the XOR/XNOR share of the synthesized area at 0.04375.
- The run puts the simple-gate area share of the yosys netlist at 0.2406.

Placed design:
- The run puts the routability congestion estimate at 0.9268.
- The run gives the post-detailed-placement half-perimeter wirelength as 929.4 microns.
- The run puts the standard cell area after detailed placement at 621.8 sq um.
- The run puts the quantity of I/O buffers inserted on ports at 11.

Detailed routing:
- The run gives the antenna diode instance count as 0.
- The run puts the mean number of vias per cell at 4.496.
- The detail route stage leaves a number of antenna-violating nets equal to 0.
- Detailed routing inserted a total of 580 vias.
- The script logs the mean routed wire length per placed instance as 12.81 microns.
- The run puts the number of violations reported at the end of detailed-routing iteration 0 at 47.
- The wire length recorded after detailed routing is 1.653 mm.
- The run puts the number of detailed-route iterations in the first pass at 4.
- In the routed design, unresolved DRC markers number 0.

Floorplanning:
- The run puts the area of the placeable core at 0.003416 sq mm.
- The run gives the vertical die size as 80 microns.
- The die covers 0.006400 sq mm.
- The run gives the number of rows created at floorplan as 21.
- The run gives the count of boundary I/O pins as 11.
- The run gives the starting utilization of the core area as 0.1172.
- The run gives the width of the die as 80 microns.

Run status:
- The run finished, with violations left.
- The final reports fail on setup timing.

Cells and area:
- In the finished layout, the clock tree contains a buffer count of 0.
- The sequential cells in the finished layout cover a total of 0 sq um.
- There are 0 flip-flops and latches.
- Of the cells placed in the final design, the portion with a size suffix greater than 1 is 0.6747.
- The run puts the relative area change from synthesis to final layout at 110.3%.
- Once layout is done, the placed cells without fillers occupy 842.1 sq um.
- The run puts the number of fill cells at 369.

Timing:
- The run puts the number of endpoints failing setup at the final stage at 7.
- In the final timing run, aggregate negative setup slack is -0.5395 ns.
- The run gives the post-route minimum period as 1.833 ns.
- The run puts the number of pins with negative max-slew slack in the final report at 0.
- The run gives the final number of hold-violating endpoints as 0.
- The run gives the portion of the clock cycle consumed by the worst path in the final layout as 1.078.
- Setup repair after global routing could not meet its margin everywhere.
- The run gives the final critical-path setup slack as -0.1333 ns.
- The run puts the highest attainable clock frequency at 545.5 MHz.
- The transition time recorded at the tightest slew-check pin is 0.2601 ns.
- The run gives the relative slew slack as 0.8266.

Setup path:
- The worst setup path is launched from a primary input.
- In this run the worst path has a maximum fanout of 6.
- The run puts the buffering stage count on the worst path with inverters included at 4.
- The slowest stage of the critical path belongs to the cell sky130_fd_sc_hd__a221o_2.
- The largest single stage delay on the critical path is 0.34 ns.
- STA classifies the critical path endpoint as an output pin.
- The kind of cell with the highest combined delay along the critical path is buffers and inverters.
- Data on the critical path is required at its endpoint by 1.36 ns.
- Walking the worst path, the cells encountered are buf_12 -> buf_8 -> buf_4 -> nor2_2 -> o21ai_0 -> a221o_2 -> buf_2.
- Data arrives at the worst endpoint at 1.49 ns.
- By startpoint and endpoint, the worst setup path is classified as in2out.

Flow run:
- The run gives the total of max-cap violations as 0.
- Summing over the stages, the warning tally comes to 38.

Clock tree:
- The run puts the total of hold buffers inserted after clock tree synthesis at 0.
cells by family (layout without fill, tap and decap cells):
family / count (synthesis) / after routing
AOI/OAI and AO/OA: 20 / 20
buffers and inverters: 12 / 38
and+or+nand+nor: 17 / 17
adders and majority gates: 6 / 6
xor gates and xnor gates: 2 / 2
worst max-delay path by stage:
stage / startpoint / endpoint / slack [ns] / cells after the start
global route: y / c / -0.17 / 6
CTS: y / g / -0.13 / 8
finish: z / c / -0.13 / 7
what timing repair did:
| action | CTS | global route |
|---|---|---|
| gates resized | 66 | 11 |
| setup buffers | 11 | 0 |
| pin swaps | 18 | 10 |
| setup endpoints to repair | 7 | 7 |
| gates cloned | 1 | 0 |
area by class of cell:
class,count,area (sq um),share of cell area
inverters,4,22.52,0.02675
multi-input cells,45,447.9,0.5319
repair buffers,34,314.1,0.3730
well taps,46,57.56,0.06835
Yosys cell counts (2+ instances only):
master                    instances
sky130_fd_sc_hd__ha_1             5
sky130_fd_sc_hd__buf_2            6
sky130_fd_sc_hd__nand2_1          3
sky130_fd_sc_hd__o21ai_0          4
sky130_fd_sc_hd__o31ai_1          2
sky130_fd_sc_hd__nor2_1           5
sky130_fd_sc_hd__o22ai_1          2
sky130_fd_sc_hd__xnor2_1          2
sky130_fd_sc_hd__nor3b_1          2
sky130_fd_sc_hd__inv_1            4
power breakdown:
group	internal (mW)	total, mW	leakage [nW]	switching [mW]
combinational	0.131	0.230	0.331	0.0991
clock	0	0	0	0
sequential	0	0	0	0
metal layers:
metal  track usage  vias up  routed length [microns]
li1              -      265                        -
met1       0.06658      290                      775
met2       0.07544       23                      807
met3      0.001136        2                       54
met4      0.005282        0                       16
met5             0        -                        0
stage by stage:
stage,hold WS [ns],setup slack (ns),std cells,utilization
6_report,1.225,-0.1333,129,0.2465
5_1_grt,1.242,-0.1696,129,0.2465
4_1_cts,1.197,-0.1298,129,0.2337
3_5_place_dp,1.801,-1.015,117,0.1821
3_3_place_gp,1.795,-1.044,117,0.1821
2_1_floorplan,0.8535,0.00003930,57,-
cells in the final DEF (no fill, tap or decap), drive strengths merged, types with 2 or more instances in the layout:
cell type and instances:
buf 32, ha 5, inv 4, nand2 3, nor2 5, nor3b 2, o21ai 4, o22ai 2
o31ai 2, or2 2, xnor2 2
Power figures rest on the tool's default switching activity, not on a simulated workload.
